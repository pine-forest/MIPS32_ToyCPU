===== ./constraint.sdc =====
current_design register

set clk_period 12.8
set clk_io_pct 0.2

create_clock -name clk0 -period $clk_period [get_ports {clk}]

set non_clock_inputs [all_inputs -no_clocks]
set_input_delay [expr $clk_period * $clk_io_pct] -clock clk0 $non_clock_inputs
set_output_delay [expr $clk_period * $clk_io_pct] -clock clk0 [all_outputs]

===== ./run.sh =====
#!/bin/bash
# OpenROAD 26Q1-2900-gdf79404cd8, Yosys 0.63+post, stock flow scripts
make -C /OpenROAD-flow-scripts/flow DESIGN_CONFIG=/design/flow/config.mk WORK_HOME=/design/flow/orfs finish

===== ./design.v =====
`timescale 1ns / 1ps
module alu(A, B, ALU_OP, F, ZF, OF);
	input [31:0] A;
	input [31:0] B;
	input [3:0] ALU_OP;
	output reg [31:0] F;
	output reg ZF, OF;
	reg C;
	always@(*)
	begin
		C = 0; OF = 0; ZF = 0;
		case(ALU_OP)
		4'b0000: begin F = A & B; end
		4'b0001: begin F = A | B; end
		4'b0010: begin F = A ^ B; end
		4'b0011: begin F = ~(A | B); end 
		4'b0100: begin {C, F} = A + B; OF = A[31] ^ B[31] ^ F[31] ^ C; end 
		4'b0101: begin {C, F} = A - B; OF = A[31] ^ B[31] ^ F[31] ^ C; end 
		4'b0110: begin F = A < B; end
		4'b0111: begin F = B << A; end
		endcase
		ZF = F==0;
		end
endmodule
module register(R_Addr_A, R_Addr_B, W_Addr, W_Data, clk, rst, Write_Reg, R_Data_A, R_Data_B);
	input [4:0] R_Addr_A;
	input [4:0] R_Addr_B;
	input [4:0] W_Addr;
	input [31:0] W_Data;
	input clk;
	input rst;
	input Write_Reg;
	output [31:0] R_Data_A;
	output [31:0] R_Data_B;
	reg[31:0] heap[0:31];
	integer i;
	initial for(i=0; i<32; i=i+1) heap[i] <= 0;
	always@(posedge rst or posedge clk)
	begin
		if(rst==1)
		begin
			for(i=0; i<32; i=i+1) heap[i] <= 0;
		end
		else if(Write_Reg==1)
		begin
			heap[W_Addr] <= W_Data;
		end
	end
	assign R_Data_A = heap[R_Addr_A];
	assign R_Data_B = heap[R_Addr_B];
endmodule
module cpu(clk, rst, display, f);
	input clk, rst;
	input [3:0] display;
	output reg [31:0] f;
	reg [31:0] PC;   
	wire [31:0] PC_new;
	reg [1:0] PC_s;
	wire [31:0] Inst_code;
	initial PC = 32'h00000000;
	assign PC_new = PC + 4;
	always@(negedge clk or posedge rst)
	begin
		if(rst==1) PC <= 32'h00000000;
		else
		begin
			case(PC_s)
			2'b00: begin PC <= PC_new; end
			2'b01: begin PC <= R_Data_A; end   
			2'b10: begin PC <= PC_new + (imm_data<<2); end   
			2'b11: begin PC <= {PC_new[31:28], address, 2'b00}; end   
			endcase
		end
	end
	instruction_memory ins_mem (
		.clka(clk),
		.addra(PC[7:2]),
		.douta(Inst_code)
	);
	wire [5:0] opcode;   
	wire [4:0] rs, rt, rd, shamt;
	wire [5:0] func;
	wire [15:0] imm;
	wire [15:0] offset;
	wire [25:0] address;
	reg Write_Reg;   
	reg Mem_Write;   
	wire [7:0] Mem_Addr;
	reg [31:0] M_W_Data;
	wire [31:0] M_R_Data;
	reg [3:0] ALU_OP;   
	wire ZF, OF;
	wire [31:0] F;
	assign opcode = Inst_code[31:26];
	assign rs = Inst_code[25:21];
	assign rt = Inst_code[20:16];
	assign rd = Inst_code[15:11];
	assign shamt = Inst_code[10:6];
	assign func = Inst_code[5:0];
	assign imm = Inst_code[15:0];
	assign offset = Inst_code[15:0];
	assign address = Inst_code[25:0];
	reg [1:0] w_r_s, wr_data_s;
	reg imm_s, rt_imm_s;
	always@(*)
	begin
		ALU_OP = 4'b0100;
		PC_s = 2'b00;
		w_r_s = 2'b00;
		wr_data_s = 2'b00;
		imm_s = 1'b0;
		rt_imm_s = 1'b0;
		Write_Reg = 1'b1;
		Mem_Write = 1'b0;
		if(opcode==6'b000000)   
		begin
			case(func)
			6'b100000: begin ALU_OP = 4'b0100; end   
			6'b100010: begin ALU_OP = 4'b0101; end   
			6'b100100: begin ALU_OP = 4'b0000; end   
			6'b100101: begin ALU_OP = 4'b0001; end   
			6'b100110: begin ALU_OP = 4'b0010; end   
			6'b100111: begin ALU_OP = 4'b0011; end   
			6'b101011: begin ALU_OP = 4'b0110; end   
			6'b000100: begin ALU_OP = 4'b0111; end   
			6'b001000: begin Write_Reg = 0; Mem_Write = 0; PC_s = 2'b01; end   
		endcase
		end
		else if(opcode==6'b000010)   
		begin
			Write_Reg = 1'b0;
			Mem_Write = 1'b0;
			PC_s = 2'b11;
		end
		else if(opcode==6'b000011)   
		begin
			w_r_s = 2'b10;
			wr_data_s = 2'b10;
			Write_Reg = 1'b1;
			Mem_Write = 1'b0;
			PC_s = 2'b11;
		end
		else   
		begin
			case(opcode)
			6'b001000: begin w_r_s = 2'b01; imm_s = 1; rt_imm_s = 1; ALU_OP = 4'b0100; end   
			6'b001100: begin w_r_s = 2'b01; rt_imm_s = 1; ALU_OP = 4'b0000; end   
			6'b001110: begin w_r_s = 2'b01; rt_imm_s = 1; ALU_OP = 4'b0010; end   
			6'b001011: begin w_r_s = 2'b01; rt_imm_s = 1; ALU_OP = 4'b0110; end   
			6'b100011: begin w_r_s = 2'b01; imm_s = 1; rt_imm_s = 1; wr_data_s = 2'b01; ALU_OP=3'b100; end   
			6'b101011: begin imm_s = 1; rt_imm_s = 1; ALU_OP = 3'b100; Write_Reg = 0; Mem_Write = 1; end   
			6'b000100: begin ALU_OP = 3'b101; PC_s = (ZF)?2'b10:2'b00; Write_Reg = 1'b0; end   
			6'b000101: begin ALU_OP = 3'b101; PC_s = (ZF)?2'b00:2'b10; Write_Reg = 1'b0; end   
			endcase
		end
	end
	wire [31:0] imm_data;
	assign imm_data = (imm_s)?{{16{imm[15]}},imm}:{{16{1'b0}},imm};
	wire [4:0] W_Addr;
	assign W_Addr = (w_r_s[1])?5'b11111:((w_r_s[0])?rt:rd);
	wire [31:0] W_Data;
	assign W_Data = (wr_data_s[1])?PC_new:((wr_data_s[0])?M_R_Data:F);
	wire [31:0] B_ALU;
	assign B_ALU = (rt_imm_s)?imm_data:R_Data_B;
	assign Mem_Addr = F[7:0];
	wire [31:0] R_Data_A, R_Data_B;
	register Register (
		.R_Addr_A(rs),
		.R_Addr_B(rt),
		.W_Addr(W_Addr),   
		.W_Data(W_Data),   
		.clk(clk),
		.rst(rst),
		.Write_Reg(Write_Reg),
		.R_Data_A(R_Data_A),
		.R_Data_B(R_Data_B)
	);
	alu ALU (
		.A(R_Data_A),
		.B(B_ALU),   
		.ALU_OP(ALU_OP),
		.F(F),
		.ZF(ZF),
		.OF(OF)
	);
	data_memory data_mem (
		.clka(clk),
		.wea(Mem_Write),
		.addra(Mem_Addr[7:2]),
		.dina(R_Data_B),
		.douta(M_R_Data)
	);
	always@(*)
	begin
		case(display)
		4'b1000: begin f = PC; end
		4'b0100: begin f = {ZF, OF}; end
		4'b0010: begin f = M_R_Data; end
		4'b0001: begin f = F; end
		endcase
	end
endmodule

===== ./config.mk =====
export PLATFORM = sky130hd
export DESIGN_NAME = register
export DESIGN_NICKNAME = register
export VERILOG_FILES = /design/flow/design.v
export SDC_FILE = /design/flow/constraint.sdc
export NUM_CORES = 4
export LEC_CHECK = 1
export CORE_UTILIZATION = 30

==> GITHUB_STEP_SUMMARY <==
## PnR job results

| Metric | Value |
|---|---|
| RSZ-0062 raised after global routing | `no` |
| Largest net degree at the start of global routing | `124` |
| CP max FO | `44` |
| Syn avg cell area | `10.9 sq um` |
| Yosys Chip Area | `53800 sq um` |
| Crit end category | `output port` |
| HPWL Detailed | `186000 microns` |
| Net switching power | `0.00296 W` |
| Global-route wire length before repair | `409000 microns` |
| Flops & latches, synth | `1024` |
| Worst-case vdd ir drop | `0.108 mV` |
| Flop pwr share | `47.3%` |
| Area grow syn2layout | `15.7%` |
| I/O pins | `114` |
| Chip area | `181000 sq um` |
| Via/cell ratio | `6.84` |
| R2r setup slk | `11.80 ns` |
| Most numerous logic cells after layout | `mux2_2 (1032), dfrtp_1 (1024), nand3_1 (868), a22oi_1 (323), nand4_1 (271)` |
| Die Wd | `425 microns` |
| Post-CTS setup buffer count | `0` |
| Yosys cell count | `4930` |
| # DRC | `0` |
| CP required | `10.24 ns` |
| Die H | `425 microns` |
| Hold Crit Class | `register to register` |
| Top flop regs | `heap: 1024 flops` |
| Ys Warns | `2` |
| Gr usage total | `33.7%` |
| Flip-flops with a built-in enable | `0` |
| Synth cell types | `66` |
| Crit share post-route | `78.2%` |
| Tool warnings | `52` |
| Synth async-reset ratio | `100%` |
| GRT Residual Overflow | `0` |
| Clk sinks | `1024` |
| CTS Buffer Depth | `3` |
| Initial antenna violation count | `31` |
| Setup CP Type | `input pin to output port` |
| Root buffer cell | `clkbuf_16` |
| Startpoint types | `input pin` |
| Detailed Route WL | `301000 microns` |
| GP Congestion | `1.07` |
| Net Sw Frac | `30.7%` |
| Final setup fails | `0` |
| P_leak | `26.5 nW` |
| Row count | `155` |
| Status | `finished, final reports clean` |
| Reg clk slew, reported paths | `0.07 ns` |
| Reg with most FFs | `heap` |
| Post-Syn Area | `53800 sq um` |
| Int Power | `0.00667 W` |
| Sequential share of the synthesized area | `47.6%` |
| Fmax | `99.9 MHz` |
| Hold_buf cts | `0` |
| Non-Filler Instances | `7361` |
| Vias in the first global route | `48300` |
| Crit path time final | `10.01 ns` |
| P per Cell Area | `155 nW/um^2` |
| Commonest Layout Cell | `mux2_2` |
| Final hold violation count | `0` |
| Cell Count Post-Placement | `7114` |
| Clock latency (worst-skew pair) | `0.81 ns` |
| Max-Cap Viols | `0` |
| Max_slew headroom | `19.2%` |
| Layout cell share with drive strength beyond 1 | `32.4%` |
| Vias | `50300` |
| Num CTS Buffers | `116` |
| CTS H-tree lvls | `3` |
| Cells after Synth | `4930` |
| Resized cells post-CTS | `0` |
| DR iter-0 viols | `6754` |
| Final clock skew | `0 ns` |
| Number of iterations in the first detailed-routing pass | `9` |
| CTS tree | `done` |
| Final Max Tran Viols | `0` |
| Critical Path AT | `7.45 ns` |
| WL per Instance | `40.8 microns` |
| Core Box Area | `178000 sq um` |
| Post-route ant nets | `0` |
| Starting Density | `30.2%` |
| Clock power share | `37.4%` |
| Logic pwr share | `15.4%` |
| Layout Utilization | `34.9%` |
| Max reg flops | `1024` |
| Most used flip-flop cell | `dfrtp_1` |
| IO buf count | `113` |
| Worst-Margin Slew | `1.21 ns` |
[kinds of logic (layout without fill, tap and decap cells)]
family	Yosys count	after routing	synth area share, %
AOI/OAI and AO/OA	618	618	8.99
buffers and inverters	571	617	4.23
DFF	1024	1024	47.6
muxes	1051	1051	22.0
other	0	30	0
and+or+nand+nor	1666	1666	17.2
[synth_stat cells, types with 28 or more instances]
cell / n / area share, %
mux2_2: 1032 / 22
dfrtp_1: 1024 / 48
nand3_1: 868 / 8.1
clkbuf_1: 403 / 2.8
a22oi_1: 323 / 4.5
nand4_1: 271 / 3.2
and3_1: 172 / 2.0
buf_2: 90 / 0.84
nor2_1: 88 / 0.61
buf_1: 62 / 0.43
a2111oi_0: 59 / 0.96
o32a_1: 38 / 0.71
or4_1: 34 / 0.47
a21oi_1: 31 / 0.29
nand2_1: 31 / 0.22
nor4_1: 30 / 0.35
a22o_1: 28 / 0.46
[routing by layer]
layer	vias to the layer above	routed length (microns)	track usage [%]
li1	18800	-	-
met1	25300	102000	40.1
met2	4553	120000	44.7
met3	1617	48000	19.6
met4	25	29900	25.5
met5	-	369	0.899
[per-stage QoR]
stage | setup WS (ns) | TNS (ns) | total power (W) | hold slack [ns] | cell area (sq um)
final | 2.79 | 0 | 0.00962 | 0.510 | 62200
after global routing | 2.98 | 0 | 0.00986 | 0.538 | 62200
after CTS | 3.03 | 0 | 0.00956 | 0.508 | 62200
after detailed placement | 3.03 | 0 | 0.00599 | 0.494 | 58100
after global placement | 3.01 | 0 | 0.00597 | 0.489 | 58100
after floorplan | -3.87 | -3966.91 | 0.00519 | 0.479 | 53800
[layout make-up]
cell class,count,area (sq um)
sequential,1024,25600
clock buffer,162,3340
multi-input combinational,3335,26300
antenna,30,75.1
tap,2355,2950
fill,17300,116000
clock inverter,55,719
timing repair buffer,388,3220
inverter,12,48.8
[power groups by stage]
stage	logic (W)	clock network, W	registers, W
finish	0.00148	0.00360	0.00455
global route	0.00154	0.00372	0.00459
CTS	0.00144	0.00361	0.00451
[path summary, 6_finish.rpt]
| check | start | to | cells past startpoint |
|---|---|---|---|
| max in group asynchronous | rst | heap[15][15] | 6 |
| max | R_Addr_A[2] | R_Data_A[1] | 9 |
| min reg2reg | heap[1][15] | heap[1][15] | 1 |
| min | heap[1][15] | heap[1][15] | 1 |
| max reg2reg | heap[8][18] | heap[8][18] | 1 |
| min in group asynchronous | rst | heap[15][4] | 3 |
[worst max-delay path: stages]
cell and delay (ns):
buf_2 0.52, buf_4 0.66, nand3_1 0.76, nor2_2 0.92, buf_4 0.51, a222oi_1 0.15, and3_1 0.18, a31oi_1 0.52
clkdlybuf4s50_1 0.60
Power figures rest on the tool's default switching activity, not on a simulated workload.
